<file path="./design.v">
package light_package;
  typedef enum logic[1:0] {red, yellow, green} colors;
endpackage
import light_package ::*;            
module traffic_light_controller(
  input         clk, reset,
                ew_str_sensor, ew_left_sensor, ns_sensor,   
  output colors ew_str_light,  ew_left_light,  ns_light);   
  typedef enum {GRR, YRR, ZRR, HRR, RGR, RYR, RZR, RHR, RRG, RRY, RRZ, RRH} tlc_states;
  tlc_states    present_state, next_state;
  integer ctr5,  next_ctr5,       
          ctr10, next_ctr10;      
  always_ff @(posedge clk)
    if(reset) begin
      present_state <= RRH;         
      ctr5          <= 0;
      ctr10         <= 0;
    end
    else begin
      present_state <= next_state;
      ctr5          <= next_ctr5;
      ctr10         <= next_ctr10;
    end
  always_comb begin
    next_state = HRR;             
    next_ctr5  = 0;
    next_ctr10 = 0;
    case(present_state)
      GRR: begin
        next_ctr5  = ctr5  + (!ew_str_sensor || ctr5 > 0);
        next_ctr10 = ctr10 + (ew_left_sensor || ns_sensor || ctr10 > 0);
        next_state = (next_ctr5 == 5 || next_ctr10 == 10) ? YRR : GRR;
      end
      YRR: begin
        next_state = ZRR;
      end
      ZRR: begin
        next_state = HRR;
      end
      HRR: begin
             if (ew_left_sensor) next_state = RGR;
        else if (     ns_sensor) next_state = RRG;
        else if ( ew_str_sensor) next_state = GRR;
        else                     next_state = HRR;
      end
      RGR: begin
        next_ctr5  = ctr5  + (!ew_left_sensor || ctr5 > 0);
        next_ctr10 = ctr10 + (ns_sensor || ew_str_sensor || ctr10 > 0);
        next_state = (next_ctr5 == 5 || next_ctr10 == 10) ? RYR : RGR;
      end
      RYR: begin
        next_state = RZR;
      end
      RZR: begin
        next_state = RHR;
      end
      RHR: begin
             if (     ns_sensor) next_state = RRG;
        else if ( ew_str_sensor) next_state = GRR;
        else if (ew_left_sensor) next_state = RGR;
        else                     next_state = RHR;
      end
      RRG: begin
        next_ctr5  = ctr5  + (!ns_sensor || ctr5 > 0);
        next_ctr10 = ctr10 + (ew_str_sensor || ew_left_sensor || ctr10 > 0);
        next_state = (next_ctr5 == 5 || next_ctr10 == 10) ? RRY : RRG;
      end
      RRY: begin
        next_state = RRZ;
      end
      RRZ: begin
        next_state = RRH;
      end
      RRH: begin
             if ( ew_str_sensor) next_state = GRR;
        else if (ew_left_sensor) next_state = RGR;
        else if (     ns_sensor) next_state = RRG;
        else                     next_state = RRH;
      end
    endcase
  end
  always_comb begin
     ew_str_light = red;                 
    ew_left_light = red;
         ns_light = red;
    case(present_state)       
      GRR:      ew_str_light = green;
      YRR,ZRR:  ew_str_light = yellow;   
      RGR:     ew_left_light = green;
      RYR,RZR: ew_left_light = yellow;
      RRG:          ns_light = green;
      RRY,RRZ:      ns_light = yellow;
    endcase
  end
endmodule
</file>
<file path="./run.sh">
#!/bin/bash
# OpenROAD 26Q1-2900-gdf79404cd8, Yosys 0.63+post, stock flow scripts
make -C /OpenROAD-flow-scripts/flow DESIGN_CONFIG=/design/flow/config.mk WORK_HOME=/design/flow/orfs finish
</file>
<file path="./config.mk">
export PLATFORM = sky130hd
export DESIGN_NAME = traffic_light_controller
export DESIGN_NICKNAME = traffic_light_controller
export VERILOG_FILES = /design/flow/design.v
export SDC_FILE = /design/flow/constraint.sdc
export NUM_CORES = 4
export LEC_CHECK = 1
export CORE_UTILIZATION = 40
export SYNTH_HDL_FRONTEND = slang
</file>
<file path="./constraint.sdc">
current_design traffic_light_controller

set clk_period 5.6
set clk_io_pct 0.2

create_clock -name clk0 -period $clk_period [get_ports {clk}]

set non_clock_inputs [all_inputs -no_clocks]
set_input_delay [expr $clk_period * $clk_io_pct] -clock clk0 $non_clock_inputs
set_output_delay [expr $clk_period * $clk_io_pct] -clock clk0 [all_outputs]
</file>
==> Slide: Implementation Results <==
Implementation Results

Outcome
  – Status: finished, final reports clean

Floorplan
  – Core region area: 24390 sq um
  – I/O Pins: 11
  – FP Core Util: 40.97%
  – Die height: 160.1 um
  – Chip area: 25620 sq um
  – Die Span X: 160.1 um
  – FP Rows: 57

Setup path
  – Critical path launch point type: flop
  – CP max FO: 12
  – R2R setup slack: 800 ps
  – R2r worst-path depth: 13
  – Data required, critical path: 5800 ps
  – R2R Path Start: ctr5[26]
  – Kind of critical path: reg -> reg
  – CP Data Arrival Time: 5000 ps
  – Reg2reg end: present_state[2]
  – CP endpoint kind: flop

Logic synthesis
  – Main flop type: dfxtp_1
  – Yosys cell types: 84
  – FFs w/ async S/R, synth: 0%
  – Count of library flops with an enable pin: 0
  – Cells after Synth: 1462
  – Warnings from Yosys: 0
  – Yosys reg bits: 76
  – Yosys chip area: 9992 sq um
  – Cell count listed in synth_stat.txt: 1462
  – Seq share, synth: 15.23%
  – Synthesized area per cell: 6.835 sq um
  – Cell area after synthesis: 9992 sq um

Place
  – Routability cong.: 1.095
  – Dpl cell area: 10300 sq um
  – # port buffers: 10
  – Hpwl dp: 30480 um

Worst hold path
  – Worst hold path class: reg -> reg
  – Min-delay src: present_state[5]
  – Worst Hold End: present_state[0]
  – Hold Crit Depth: 1

Final timing
  – Final-report hold violation count: 0
  – Count of pins over their slew limit: 0
  – # setup viols final: 0
  – Max transition margin: 21.10%
  – RSZ-0062 raised after global routing: no
  – Final Cycle Share: 85.76%
  – Worst-margin pin slew: 1173 ps
  – Top achievable clock speed: 208.2 MHz
  – Clock period minus worst slack: 4802 ps
  – Fin Setup TNS: 0 ps
  – Final Skew: 12.30 ps

GRT
  – Global route overflow: 0
  – Number of global-route vias before repair: 10.54k
  – Number of antenna violations at the first check in global routing: 0
  – First-pass GRT wire length: 65190 um
  – Total GRT Usage: 33.05%
  – Largest net degree at the start of global routing: 54

Clock tree
  – CTS tree: built
  – CTS buffer count: 9
  – Max Root-Sink Buffers: 2
  – Root buffer cell: clkbuf_16
  – Clk pin slew, worst setup/hold paths: 60 ps
  – Clock Sinks: 76
  – H-tree depth: 3
  – Post-CTS Resized: 0
  – Late-Pin Clk Latency: 350 ps
  – Hold_buf cts: 0
  – Post-CTS Setup Bufs: 0

Cells and area
  – Area Overhead vs Synth: 5.773%
  – Final design instance area without fill: 10570 sq um
  – # fillers: 2558
  – Layout cells sized above 1: 9.202%

Run
  – Tool warnings: 25
  – Max-Cap Viols: 0

Power and ir drop
  – Pwr per Cell Area: 120.4 nW/um^2
  – Leakage: 3.238 nW
  – Peak VDD IR: 0.0001128 V

Routing
  – Routed WL per cell: 24.47 um
  – Final ANT Viol Nets: 0
  – # DRC: 0
  – Total number of vias: 11.99k
  – Initial DRC Count: 1847
  – DRT Pass-1 Iters: 6
  – Final wirelength: 41960 um
  – N_diodes: 0
  – Detail-routed via count per cell: 6.992
-- state kept, by name, summed over array words and instances, names as in the netlist --
name,count
ctr10,32
ctr5,32
present_state,12
-- area by class of cell --
type | instances | area [sq um] | area share (%)
inverter | 15 | 56.30 | 0.5327
clock inverter | 5 | 27.53 | 0.2604
multi-input combinational | 1214 | 7761 | 73.43
clock buffer | 11 | 242.7 | 2.297
timing repair buffer | 70 | 550.5 | 5.209
tap | 324 | 405.4 | 3.836
sequential | 76 | 1525 | 14.43
-- stage by stage --
step | utilization (%) | power (mW) | hold slack, ps | std cells | setup slack [ps]
after floorplan | - | 0.6530 | 410.3 | 1462 | 1308
after CTS | 43.33 | 1.285 | 445.5 | 1715 | 917.0
after detailed placement | 42.22 | 0.7067 | 431.1 | 1699 | 650.8
after global routing | 43.33 | 1.330 | 467.9 | 1715 | 600.2
after global placement | 42.22 | 0.7067 | 418.6 | 1699 | 727.2
final | 43.33 | 1.273 | 446.0 | 1715 | 797.5
-- cells in the mapped netlist, drive strengths merged, types with 8 or more instances --
library cell | number | area, sq um
dfxtp | 76 | 1521
a211oi | 14 | 105.1
o221ai | 11 | 96.34
a22oi | 24 | 180.2
ha | 12 | 150.1
xor2 | 21 | 183.9
or4 | 20 | 153.9
o211ai | 11 | 82.58
clkbuf | 105 | 394.1
or3 | 20 | 125.1
nor4 | 76 | 571.8
buf | 52 | 259.0
a21oi | 124 | 620.6
nand2 | 96 | 360.4
a31oi | 26 | 162.7
nand2b | 19 | 118.9
nor2b | 11 | 68.82
and4 | 29 | 254.0
and3 | 32 | 200.2
nand4 | 72 | 490.5
o22ai | 17 | 106.4
or2 | 12 | 75.07
o21ai | 71 | 355.3
and2 | 8 | 50.05
nor2 | 115 | 431.7
o21a | 8 | 60.06
o31ai | 10 | 75.07
a221oi | 11 | 96.34
nor3 | 72 | 375.4
nand3 | 62 | 315.3
inv | 14 | 52.55
xnor2 | 76 | 665.6
-- layout by cell type (no fill, tap or decap), types with 17 or more instances in the layout --
master	instances
or3_1	20
nand4_1	67
o21ai_0	71
and4_1	29
nor4_1	62
o22ai_1	17
a31oi_1	26
and3_1	32
buf_4	60
nand2b_1	19
nand2_1	96
a22oi_1	24
dfxtp_1	73
nand3_1	61
a21oi_1	124
nor2_1	115
xor2_1	21
nor3_1	69
or4_1	19
xnor2_1	76
-- worst max path at each step --
| stage | start | endpoint | slack [ps] | cells past startpoint |
|---|---|---|---|---|
| CTS | ctr10[5] | present_state[2] | 920 | 16 |
| global route | ctr10[29] | present_state[2] | 600 | 16 |
| finish | ctr5[26] | present_state[2] | 800 | 13 |
-- worst max-delay path, stage by stage, from the launching register on --
cell and delay (ps):
dfxtp_1 440, nor4_1 670, nand4_1 180, o21bai_1 390, nand2_1 110, ha_1 240, ha_1 240, nand3_1 370
nor2_1 80, o32ai_1 700, and4_1 300, nand4_1 170, nor4_1 590, o32ai_1 170
-- cell families (layout without fill, tap and decap cells) --
logic type	count (synthesis)	count (layout)	share of synthesized area, %
buf+inv	172	101	7.100
fa+ha+maj	12	12	1.503
mux	11	11	1.165
xor+xnor	97	97	8.502
simple gates	683	683	39.57
compound gates	411	411	26.93
flops	76	76	15.23
-- layer usage --
| metal | track usage (%) | wire length (um) | up-vias |
|---|---|---|---|
| met1 | 53.03 | 19180 | 5592 |
| met4 | 5.844 | 905 | 0 |
| met2 | 42.94 | 16000 | 818 |
| met5 | 0 | 0 | - |
| li1 | - | - | 5513 |
| met3 | 10.27 | 5868 | 68 |
-- where the power goes --
part	internal (mW)	switching, mW
logic	0.0449	0.103
registers	0.543	0.00744
clock network	0.310	0.264
total	0.898	0.374
Power and IR drop assume default switching activity.
